===== ./config.mk =====
export PLATFORM = sky130hd
export DESIGN_NAME = lfsr4
export DESIGN_NICKNAME = lfsr4
export VERILOG_FILES = /design/flow/design.v
export SDC_FILE = /design/flow/constraint.sdc
export NUM_CORES = 4
export LEC_CHECK = 1
export CORE_AREA = 10 10 70 70
export DIE_AREA = 0 0 80 80

===== ./constraint.sdc =====
current_design lfsr4

set clk_period 1.6
set clk_io_pct 0.2

create_clock -name clk0 -period $clk_period [get_ports {clk}]

set non_clock_inputs [all_inputs -no_clocks]
set_input_delay [expr $clk_period * $clk_io_pct] -clock clk0 $non_clock_inputs
set_output_delay [expr $clk_period * $clk_io_pct] -clock clk0 [all_outputs]

===== ./design.v =====
module lfsr4 (
    input logic             clk,
    input logic             rst,
    input logic             en,
    output logic [4:1]           data_out
);
always_ff @ (posedge clk, posedge rst)
    if (rst)
        data_out <= 4'b1;
    else if (en)
        data_out <= {data_out[3:1], data_out[4] ^ data_out[3]};
endmodule

===== ./run.sh =====
#!/bin/bash
# OpenROAD 26Q1-2900-gdf79404cd8, Yosys 0.63+post, stock flow scripts
make -C /OpenROAD-flow-scripts/flow DESIGN_CONFIG=/design/flow/config.mk WORK_HOME=/design/flow/orfs finish

==> impl_metrics.yaml <==
# yosys + openroad results
worst_setup_path:
  worst_path_max_delay_cell: "dfstp_2"
  critPathTopFamily: "flip-flops"
  r2r_slack_ns: 0.75
  path_max_fanout: 3
  crit_chain: "clkdlybuf4s50_1"
  worstPathRequired_ns: 1.28
  crit_buf_inv: 1
  start_kind: "register"
  cp.arrival_ns: 1.24
  path_class: "register to output port"
  cp-end-kind: "output port"
  max_stage_delay_ns: 0.53
clocking:
  ctsLongestPathBuffers: 2
  path_clk_slew_ns: 0.04
  clk_latency_ns: 0.24
  cts_max_level: 1
  cts_root_buffer: "clkbuf_4"
  cts_hold_buf: 0
  clock-sinks: 4
  cts_made_buffers: 3
  cts_tree: "done"
cells_and_area:
  fillers: 406
  reg.largest.list: "data_out: 4 flops"
  fin_util: 0.0901
  lay_top_cells: "clkdlybuf4s50_1 (6), mux2_2 (3), clkbuf_4 (3), dfrtp_1 (3)"
  largest_reg_flops: 4
  syn2layout_area_growth_pct: 96.8
  drive_above_1_share: 0.364
  top_register: "data_out"
  final_common_cell: "clkdlybuf4s50_1"
  final_area_um2: 308
sta:
  period_needed_ns: 1.56
  setup_viol_count_final: 0
  slew_headroom: 0.845
  fin_skew_ns: 0.0104
  setup_tns_ns: 0
  max_freq_mhz: 642
  finalCritPeriodShare: 0.973
  maxSlewViolCount: 0
  rsz0062_at_grt: "false"
  tightestPinTransition_ns: 0.231
  hold_ws_ns: 0.260
  hold_viol: 0
floorplan:
  rows: 21
  core-area_um2: 3420
  io-pin-count: 7
  die_width_um: 80
  fp_util: 0.0458
  dieArea_um2: 6400
  die_y_um: 80
synthesis:
  avgSynthCellArea_um2: 14.2
  yosys_warnings: 1
  synth_seq_share: 0.648
  synth_chip_area_um2: 156
  syn_area_um2: 156
  synth_cell_types: 7
  ys_cells: 11
  ys_ff: 4
  synth_cells: 11
placed_design:
  dpl_cell_area_um2: 274
  portBuffers: 6
  place.gp.congestion: 0.661
route:
  vias: 125
  ant_nets: 0
  viasPerCell: 1.84
  wl_per_cell_um: 6.87
  drt_iter0_drc: 17
  drtPass1Iterations: 2
  diodes: 0
  drc_errors: 0
  drt_wl_total_um: 467
power:
  p_per_area_nw_per_um2: 1740
  totalPowerFinal_uw: 535
  leakage_uw: 0.000109
  peakVddDrop_mv: 0.254
status:
  status: "finished, final reports clean"
job:
  warnings: 25
  drv_cap: 0
worst_hold_path:
  hp-class: "input port to asynchronous set/reset pin"
global_route:
  antenna_found_initial: 0
  grt_pass1_vias: 128
  grt_use_total: 0.0158
  grt_overflow: 0
  grt_max_degree: 6
  grt_first_pass_wirelength_um: 655
==> cell type report <==
class	instances	area (um2)	area share
well taps	46	57.6	0.187
flip-flops and latches	4	101	0.329
multi-input cells	6	51.3	0.167
inverters	1	3.75	0.0122
repair buffers	7	67.6	0.220
clock buffers	4	26.3	0.0854
==> synthesized netlist by cell type <==
cell type  number  share of area
xnor2_1         1          0.056
nor2_1          1          0.024
a21oi_1         1          0.032
mux2_2          3           0.22
dfstp_2         1           0.17
dfrtp_1         3           0.48
inv_1           1          0.024
==> report_power, final <==
group	switching, uW	internal (uW)
clock	46.6	93.9
combinational	41.9	148
sequential	42.0	162
==> stage by stage <==
stage | instances | setup slack [ns]
6_report | 68 | 0.0426
5_1_grt | 68 | 0.00177
4_1_cts | 67 | 0.00864
3_5_place_dp | 63 | 0.224
3_3_place_gp | 63 | 0.223
2_1_floorplan | 11 | 0.782
==> final timing paths <==
check | startpoint | depth (start not counted) | end
max | data_out[1] | 1 | data_out[1]
min | rst | 2 | data_out[2]
max reg2reg | data_out[1] | 3 | data_out[1]
min reg2reg | data_out[2] | 1 | data_out[2]
max in group asynchronous | rst | 2 | data_out[1]
min in group clk0 | data_out[2] | 1 | data_out[2]
==> metal layers <==
layer | GRT usage | up-vias | wire, um
li1 | - | 58 | -
met1 | 0.0147 | 60 | 186
met2 | 0.0193 | 7 | 209
met3 | 0.0227 | 0 | 71
met4 | 0.00352 | 0 | 0
met5 | 0 | - | 0
==> cells by family after synthesis <==
kind of cell    after synthesis  share of synthesized area
simple gates                  1                     0.0240
flops                         4                      0.648
mux                           3                      0.216
buf+inv                       1                     0.0240
compound gates                1                     0.0320
xor+xnor                      1                     0.0560
==> repair_timing <==
action,4_1_cts,5_1_grt
resized,0,0
endpoints found under the setup margin,0,1
buffers inserted,0,1
Power and IR drop assume default switching activity.
